<file path="flow/design.v">
module acc_profile_gen(
           input clk,
           input reset,
           input acc_step,
           input load,
           input set_x,
           input set_v,
           input set_a,
           input set_j,
           input set_jj,
           input set_target_v,
           input signed [63:0] x_val,
           input signed [31:0] v_val,
           input signed [31:0] a_val,
           input signed [31:0] j_val,
           input signed [31:0] jj_val,
           input signed [31:0] target_v_val,
           input [5:0] step_bit,
           input abort,
           input signed [31:0] abort_a_val,
           output reg signed [63:0] x,
           output reg signed [31:0] v,
           output reg signed [31:0] a,
           output reg signed [31:0] j,
           output reg signed [31:0] jj,
           output reg step,
           output reg dir,
           output reg stopped
       );
reg signed [23:0] next_v;
reg signed [31:0] next_a;
reg signed [31:0] next_j;
reg signed [31:0] next_jj;
reg next_stopped;
reg target_set;
reg next_target_set;
reg signed [23:0] target_v;
reg signed [23:0] next_target_v;
wire signed [23:0] next_v_comb;
wire signed [39:0] next_v_comb1;
assign next_v_comb1 = {v, 16'b0} + {{8{a[31]}}, a};
assign next_v_comb = next_v_comb1[39:16];
always @(reset, acc_step, load,
		set_v, set_a, set_j, set_jj, set_x,
		v_val, a_val, j_val, jj_val,
		v, a, j, jj,
		abort, abort_a_val,
		stopped,
		target_set, set_target_v, target_v_val, target_v,
		x)
    begin
        next_v <= v;
        next_a <= a;
        next_j <= j;
        next_jj <= jj;
        next_target_v <= target_v;
        next_target_set <= target_set;
        if (reset)
            begin
                next_v <= 0;
                next_a <= 0;
                next_j <= 0;
                next_jj <= 0;
                next_target_set <= 0;
                next_target_v <= 0;
            end
        else if (load)
            begin
                if (set_v)
                    begin
                        next_v <= v_val;
                    end
                if (set_a)
                    next_a <= a_val;
                if (set_j)
                    next_j <= j_val;
                if (set_jj)
                    next_jj <= jj_val;
                if (set_target_v)
                    begin
                        next_target_set <= 1;
                        next_target_v <= target_v_val;
                    end
                else
                    begin
                        next_target_set <= 0;
                        next_target_v <= 0;
                    end
            end
        else if (acc_step)
            begin
                if (abort)
                    begin
                        next_jj <= 0;
                        next_j <= 0;
                        if (v != 0)
                            begin
                                if (v > abort_a_val)
                                    begin
                                        next_v <= v - abort_a_val;
                                        next_a <= 0;
                                    end
                                else if (v >= -abort_a_val)
                                    begin
                                        next_v <= 0;
                                        next_a <= 0;
                                    end
                                else
                                    begin
                                        next_v <= v + abort_a_val;
                                        next_a <= 0;
                                    end
                            end
                        else
                            begin
                                next_v <= 0;
                                next_a <= 0;
                            end
                    end
                else
                    begin
                        next_v <= next_v_comb;
                        next_a <= a + j;
                        next_j <= j + jj;
                        if (target_set)
                            begin
                                if (v == target_v)
                                    begin
                                        next_jj <= 0;
                                        next_j <= 0;
                                        next_a <= 0;
                                        next_v <= target_v;
                                    end
                                else if ((v < target_v && next_v_comb > target_v) || (v > target_v && next_v_comb < target_v))
                                    begin
                                        next_jj <= 0;
                                        next_j <= 0;
                                        next_v <= target_v;
                                        next_a <= 0;
                                    end
                            end
                    end
            end
    end
reg next_dir;
reg next_step;
reg signed [63:0] next_x;
wire signed [63:0] x_acc;
wire signed [63:0] delta_x;
assign delta_x[23:0] = v;
assign delta_x[63:24] = v[23]?40'hFFFFFFFFFF:40'h0;
assign x_acc = x + delta_x;
always @(reset, load, set_x, x_val, x, v, dir, step_bit, stopped, x_acc)
    begin
        next_x <= x;
        next_dir <= dir;
        next_step <= 0;
        next_stopped <= stopped;
        if (reset)
            begin
                next_x <= 0;
                next_dir <= 0;
            end
        else if (load && set_x)
            begin
                next_x <= x_val;
            end
        else
            begin
                next_x <= x_acc;
                if (x[step_bit] != x_acc[step_bit])
                    begin
                        if (v > 0)
                            next_dir <= 1;
                        else
                            next_dir <= 0;
                        next_step <= 1;
                    end
                if (v == 0)
                    begin
                        next_stopped <= 1;
                    end
                else
                    begin
                        next_stopped <= 0;
                    end
            end
    end
always @(posedge clk)
    begin
        x <= next_x;
        v <= next_v;
        a <= next_a;
        j <= next_j;
        jj <= next_jj;
        step <= next_step;
        dir <= next_dir;
        stopped <= next_stopped;
        target_v <= next_target_v;
        target_set <= next_target_set;
    end
endmodule
</file>
<file path="flow/run.sh">
#!/bin/bash
# OpenROAD 26Q1-2900-gdf79404cd8, Yosys 0.63+post, stock flow scripts
make -C /OpenROAD-flow-scripts/flow DESIGN_CONFIG=/design/flow/config.mk WORK_HOME=/design/flow/orfs finish
</file>
<file path="flow/config.mk">
export PLATFORM = sky130hd
export DESIGN_NAME = acc_profile_gen
export DESIGN_NICKNAME = acc_profile_gen
export VERILOG_FILES = /design/flow/design.v
export SDC_FILE = /design/flow/constraint.sdc
export NUM_CORES = 4
export LEC_CHECK = 1
export CORE_UTILIZATION = 40
</file>
<file path="flow/constraint.sdc">
current_design acc_profile_gen

set clk_period 14.8
set clk_io_pct 0.2

create_clock -name clk0 -period $clk_period [get_ports {clk}]

set non_clock_inputs [all_inputs -no_clocks]
set_input_delay [expr $clk_period * $clk_io_pct] -clock clk0 $non_clock_inputs
set_output_delay [expr $clk_period * $clk_io_pct] -clock clk0 [all_outputs]
</file>
==> results.rst <==
Flow metrics
------------

.. list-table::
   :header-rows: 1

   * - Metric
     - Value
   * - Outcome
     - complete, no violations
   * - Ratio of total power to cell area
     - 89.2 mW/mm^2
   * - Count of synthesis-stage warnings from yosys
     - 1
   * - Final Cycle Share
     - 60.1%
   * - Area of the core
     - 0.0563 sq mm
   * - Synthesized chip area reported by yosys
     - about 0.023 sq mm
   * - Number of warning messages in the logs
     - 64
   * - Overall die width
     - about 240 microns
   * - Worst-path maximum fanout
     - 16
   * - Number of endpoints with negative hold slack in the final report
     - 0
   * - Multiplexer share of the synthesized area
     - 4.06%
   * - Filler cell count in the final layout
     - 5333
   * - Wire length on met2
     - 40.0 mm
   * - Core Density at Floorplan
     - 40.4%
   * - Vias per cell
     - 5.97
   * - Hold Startpoint
     - target_set
   * - Source of the worst register-to-register timing path
     - v[0]
   * - Adders+Majority by Area
     - about 16%
   * - Highest Signal Layer
     - met5
   * - Violation count after the first detailed-routing iteration
     - 1840
   * - Average detailed-routed wire length per instance
     - ~23 microns
   * - Total die size
     - a little under 0.06 sq mm
   * - Area leader share
     - 18.6%
   * - Number of standard cells reported by yosys
     - 2991
   * - Largest cells by area
     - dfxtp_1 (19%), ha_1 (16%), a21oi_1 (6.1%)
   * - Post-CTS setup-driven buffer insertion count
     - 0
   * - Area growth from synthesis to layout
     - 26.5%
   * - Residual overflow from global routing
     - 0
   * - Total iterations of the first detailed-routing run
     - 6
   * - Cell type with the largest total area after synthesis
     - dfxtp_1
   * - Latency at later pin
     - 0.61 ns
   * - Sum of net half-perimeters after detailed placement
     - 74.0 mm
   * - Final worst clock skew
     - 0.0376 ns
   * - Metal-1 WL
     - 42.0 mm
   * - Mapped Cells
     - around 3000
   * - Max-capacitance violation count
     - 0
   * - Post-synth ARST share
     - 0%
   * - Min-Delay Path Class
     - reg -> reg
   * - Static leakage power
     - 0.0121 uW
   * - Count of state elements after synthesis
     - 212
   * - Startpoint kind of the worst setup timing path
     - input port
   * - Overall fraction of global-route tracks in use
     - 32.5%
   * - Area share of xor/xnor cells in the synthesized design
     - 6.32%
   * - CP required
     - 15.30 ns
   * - Clock tree from TritonCTS
     - yes
   * - Fraction of layout instances using a drive strength above 1
     - 5.32%
   * - Commonest cells in the synthesized netlist
     - nor2_1 (325), ha_1 (283), a21oi_1 (277), nand2_1 (241), dfxtp_1 (211)
   * - Tally of buffers added on design ports
     - about 450
   * - Pin count of the biggest net entering global routing
     - 68
   * - Sum Neg Setup Slack
     - 0 ns
   * - Critical path data arrival time
     - 9.40 ns
   * - Final weighted congestion of routability-driven global placement
     - roughly 1.0
   * - Via count of the first global-routing pass
     - between 20000 and 25000
   * - Fin util
     - about half
   * - Detailed route wirelength on metal3
     - 8.18 mm
   * - Cell resize tally after clock tree synthesis
     - 0
   * - Worst setup startpoint
     - abort_a_val[4]
   * - Unrepaired setup endpoints after global routing
     - false
   * - CTS sink cnt
     - 212
   * - Worst VDD drop
     - between 0.08 and 0.09 mV
   * - Total wire length after detailed routing
     - 93.1 mm
   * - Antenna violations before repair
     - 17
   * - Highest clock rate
     - 0.112 GHz
   * - And+or+nand+nor area frac
     - 20.7%
   * - Clock input transition at the sequential cells of the worst setup and hold paths
     - 0.07 ns
   * - Pin slew with the least headroom to its limit
     - 0.863 ns
   * - Post-synth seq share
     - 18.7%
   * - Count of flip-flops with a built-in enable after synthesis
     - 1
   * - Total clock buffers created by CTS
     - 28
   * - FP Rows
     - 87
   * - Most frequent cell after synthesis
     - nor2_1
   * - Wire length of the first global-routing pass
     - 141 mm
   * - Vias post-DR
     - 24600
   * - Distinct cell type count of the synthesized netlist
     - between 90 and 100
   * - Category of the most critical setup path
     - in -> reg
   * - DRC violation count after routing
     - 0
   * - Number of nets with antenna violations after routing
     - 0
   * - Combined area of all synthesized cells
     - 0.0227 sq mm
   * - Avg Inst Size Synth
     - 7.60 sq um
   * - I/O pin total
     - roughly 470
   * - Final setup violating endpoints
     - 0
   * - Main logic family
     - AND-OR/OR-AND gates
   * - Deepest level of the CTS H-tree
     - 1
   * - Pins over their slew limit
     - 0
   * - CTS root buf
     - clkbuf_16
   * - Clock tree buffer depth
     - 3
   * - Yosys aoi share
     - between 20% and 30%
   * - Min cycle time layout
     - 8.90 ns
   * - Chip height
     - 240 microns
   * - Worst relative slew slack
     - 42.4%
   * - Dominant synthesized flop cell
     - dfxtp_1
   * - Capturing element type of the critical path
     - flop
   * - Number of hold-repair buffers added at the cts stage
     - 0
cell usage in the layout (no fill, tap or decap), types with 65 or more instances in the layout:
cell type / n
dfxtp_1: 210
a221oi_1: 65
nor2_1: 324
nand2_1: 240
nor3_1: 131
ha_1: 283
inv_1: 128
xnor2_1: 122
o21ai_0: 135
a21o_1: 99
clkdlybuf4s50_1: 447
a21oi_1: 275
worst paths after layout:
check,endpoint,slack [ns],depth (start not counted)
hold reg to reg,target_set,0.50,2
hold / removal,target_set,0.50,2
setup / recovery,v[11],5.90,20
setup reg to reg,jj[7],7.22,27
stage by stage:
step | area (sq um) | hold WS, ns | instances | total power (uW) | setup WS (ns)
5_1_grt | 28800 | 0.534 | 4122 | 2720 | 5.29
3_5_place_dp | 27800 | 0.493 | 4068 | 1850 | 5.43
3_3_place_gp | 27800 | 0.476 | 4068 | 1840 | 5.54
2_1_floorplan | 22700 | 0.461 | 2991 | 1390 | 7.41
6_report | 28800 | 0.503 | 4123 | 2570 | 5.90
4_1_cts | 28800 | 0.509 | 4119 | 2570 | 6.01
power by group:
part           leakage [uW]  internal, uW  switching, uW  total, uW
clock network      0.000464           416            291        708
logic               0.00985           514            631       1150
registers           0.00175           626           87.1        713
total                0.0121          1560           1010       2570
flip-flops by register name (all words and copies together) (netlist names):
signal / cells
j: 32
dir: 1
a: 32
target_v: 24
v: 24
x: 64
target_set: 1
jj: 32
step: 1
stopped: 1
critical path: stages:
cell and delay (ns):
clkdlybuf4s50_1 0.50, nor4_1 0.50, nand2_1 0.17, nor4_1 0.34, nand2_1 0.26, nor3_1 0.51, nand2_1 0.21, nor4_1 0.32
xnor2_1 0.12, ha_1 0.30, nand4_1 0.12, nor4_1 0.46, o21ai_0 0.21, a31oi_1 0.58, o21a_1 0.64, nand2_1 0.35
o32ai_1 0.34, nor2_1 0.07, o221a_2 0.27, nor3_1 0.16
area by class of cell:
cell class	instances	area [sq um]	share of cell area (%)
Timing Repair Buffer	491	4800	16.7
Inverter	130	488	1.70
Tap cell	756	946	3.29
Sequential cell	212	4260	14.8
Clock buffer	37	764	2.66
Multi-Input combinational cell	2479	17300	60.2
Antenna cell	4	10.0	0.0348
Clock inverter	14	180	0.626
per-layer routing:
layer	vias to the layer above	GRT usage, %
met2	944	48.3
met5	-	0
met4	20	8.78
met3	153	7.82
met1	11600	47.4
li1	11900	-
cell families (layout without fill, tap and decap cells):
group                    count (synthesis)  count (layout)
XOR/XNOR                               164             164
other                                    0               4
adder cells (fa/ha/maj)                289             289
flip-flops                             212             212
AND-OR/OR-AND                          968             968
multiplexers                            62              62
buffers and inverters                  300             672
AND/OR/NAND/NOR                        996             996
Power figures rest on the tool's default switching activity, not on a simulated workload.
